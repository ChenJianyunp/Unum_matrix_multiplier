File: flow/config.mk
export PLATFORM = sky130hd
export DESIGN_NAME = multiply_accumulator_buffer
export DESIGN_NICKNAME = multiply_accumulator_buffer
export VERILOG_FILES = /design/flow/design.v
export SDC_FILE = /design/flow/constraint.sdc
export NUM_CORES = 4
export LEC_CHECK = 1
export CORE_AREA = 10 10 121 121
export DIE_AREA = 0 0 131 131
File: flow/constraint.sdc
current_design multiply_accumulator_buffer

set clk_period 1.0
set clk_io_pct 0.2

create_clock -name clk0 -period $clk_period [get_ports {clk}]

set non_clock_inputs [all_inputs -no_clocks]
set_input_delay [expr $clk_period * $clk_io_pct] -clock clk0 $non_clock_inputs
set_output_delay [expr $clk_period * $clk_io_pct] -clock clk0 [all_outputs]
File: flow/design.v
module multiply_accumulator(
	input clk,
	input[31:0] unum1,
	input[31:0] unum2,
	input finish,
	input rst,
	input valid,
	output[31:0] sum,
	output isInf,
	output overflow,
	output finish_out
	);
wire[63:0] csa_frac_even;
wire[63:0] csa_frac_odd;
wire[1:0] csa_adr_even;
wire[1:0] csa_adr_odd;
wire csa_finish;
wire csa_finishadr;
wire csa_isInf; 
wire csa_sign_even,csa_sign_odd;
wire csa_rst_out;
wire csa_valid_out;
wire[79:0] carry1_frac_even;
wire[79:0] carry1_frac_odd;
wire[1:0] carry1_adr_even;
wire[1:0] carry1_adr_odd;
wire[2:0] carry1_block;
wire[127:0] carry1_frac_out;
wire carry1_clr_odd;
wire carry1_sign;
wire carry1_finish;
wire[79:0] ac0_even_q,ac0_odd_q;
wire[79:0] ac1_even_q,ac1_odd_q;
reg adr_select,carry_select;
reg ram_select;
reg isInf1,isInf2;
reg[13:0] isInf_delay;
wire carry1_enable;
reg carry1_clr_odd_buff;
reg csa_finishadr_delay,csa_finishadr_delay2;
initial
begin
	adr_select<=1'b0;
end
always@(posedge clk)begin
	if(csa_finishadr||csa_rst_out)begin 
		adr_select<=~adr_select; 
	end
	csa_finishadr_delay<=csa_finish;
	csa_finishadr_delay2<=csa_finishadr_delay;
	carry1_clr_odd_buff<=carry1_clr_odd;
	ram_select<=adr_select;
end
always@(posedge clk)begin
	if(ram_select)begin
		isInf1<=1'b0;
		isInf2<=isInf2||csa_isInf;
	end else
	begin
		isInf1<=isInf1||csa_isInf;
		isInf2<=1'b0;
	end
	isInf_delay[13:1]<=isInf_delay[12:0];
	isInf_delay[0]<=ram_select?isInf2:isInf1;
end
assign carry1_frac_odd=ram_select?ac0_odd_q:ac1_odd_q;
assign carry1_frac_even=ram_select?ac0_even_q:ac1_even_q;
assign carry1_enable=csa_finishadr_delay2;
reg select_buff,select_adr_buff,num_valid_buff,sign_even_buff,sign_odd_buff,clr_odd_buff;
reg[1:0] adr_even_csa_buff,adr_odd_csa_buff,adr_even_carry_buff,adr_odd_carry_buff;
reg[63:0] num_odd_buff,num_even_buff;
always@(posedge clk)begin
	select_buff			<=ram_select;
	select_adr_buff		<=adr_select;
	num_odd_buff		<=csa_frac_odd;
	num_even_buff		<=csa_frac_even;
	num_valid_buff		<=csa_valid_out;
	sign_even_buff		<=csa_sign_even;
	sign_odd_buff		<=csa_sign_odd;
	adr_even_csa_buff	<=csa_adr_even;
	adr_odd_csa_buff	<=csa_adr_odd;
	adr_even_carry_buff	<=carry1_adr_even;
	adr_odd_carry_buff	<=carry1_adr_odd;
	clr_odd_buff		<=carry1_clr_odd_buff;
end
addition_control ac0(
	.clk(clk),
	.select(~select_buff),  
	.select_adr(~select_adr_buff),
	.num_odd(num_odd_buff),
	.num_even(num_even_buff),
	.num_valid(num_valid_buff),
	.sign_even(sign_even_buff),
	.sign_odd(sign_odd_buff),
	.adr_even_csa(adr_even_csa_buff),
	.adr_odd_csa(adr_odd_csa_buff),
	.adr_even_carry(carry1_adr_even),
	.adr_odd_carry(carry1_adr_odd),
	.clr_odd(carry1_clr_odd_buff),
	.even_q(ac0_even_q),
	.odd_q(ac0_odd_q)
);
addition_control ac1(
	.clk(clk),
	.select(select_buff),  
	.select_adr(select_adr_buff),
	.num_odd(num_odd_buff),
	.num_even(num_even_buff),
	.num_valid(num_valid_buff),
	.sign_even(sign_even_buff),
	.sign_odd(sign_odd_buff),
	.adr_even_csa(adr_even_csa_buff),
	.adr_odd_csa(adr_odd_csa_buff),
	.adr_even_carry(carry1_adr_even),
	.adr_odd_carry(carry1_adr_odd),
	.clr_odd(carry1_clr_odd_buff),
	.even_q(ac1_even_q),
	.odd_q(ac1_odd_q)
);
CSA_carry carry1(
	.clk(clk),
	.enable(carry1_enable),
	.frac_even(carry1_frac_even),
	.frac_odd(carry1_frac_odd),
	.adr_even(carry1_adr_even),
	.adr_odd(carry1_adr_odd),
	.blk(carry1_block),
	.frac_out(carry1_frac_out),
	.clr_odd(carry1_clr_odd),
	.sign(carry1_sign),
	.finish(carry1_finish)
					);
unum_CSA unum_csa1(
	.clk(clk),
	.unum1(unum1),
	.unum2(unum2),
	.finish_in(finish),
	.rst(rst),
	.valid(valid),
	.frac_even(csa_frac_even),
	.frac_odd(csa_frac_odd),
	.adr_even(csa_adr_even),
	.adr_odd(csa_adr_odd),
	.finish_o(csa_finish),
	.finish_adr(csa_finishadr),
	.isInf(csa_isInf),
	.sign_even(csa_sign_even),
	.sign_odd(csa_sign_odd),
	.rst_out(csa_rst_out),
	.valid_out(csa_valid_out)
);
normalization normal1(
	.isInf(isInf_delay[13]),
	.clk(clk),
	.blk(carry1_block),
	.frac_in(carry1_frac_out),
	.sign(carry1_sign),
	.finish_in(carry1_finish),
	.rst(rst),
	.unum(sum),
	.isInf_out(isInf),
	.overflow(overflow),
	.finish_out(finish_out)
);
endmodule
module multiply_accumulator_buffer(
	input clk,
	input[31:0] unum1_in,
	input[31:0] unum2_in,
	input finish_in,
	input rst_in,
	input valid_in,
	output[31:0] unum1_out,
	output[31:0] unum2_out,
	output finish_out,
	output rst_out,
	output valid_out,
	input[31:0] sum_in,
	input isInf_in,
	input overflow_in,
	input finish_out_in,
	output[31:0] sum_out,
	output isInf_out,
	output overflow_out,
	output finish_out_out
	);
reg[31:0] unum1_buff,unum2_buff;
reg finish_buff,rst_buff,valid_buff;
always@(posedge clk)begin
	unum1_buff<=unum1_in;
	unum2_buff<=unum2_in;
	finish_buff<=finish_in;
	rst_buff<=rst_in;
	valid_buff<=valid_in;
end
assign unum1_out=unum1_buff;
assign unum2_out=unum2_buff;
assign finish_out=finish_buff;
assign rst_out=rst_buff;
assign valid_out=valid_buff;
reg[31:0] sum_buff;
reg isInf_buff,overflow_buff, finish_out_buffer;
always@(posedge clk)begin
	sum_buff<=sum_in;
	isInf_buff<=isInf_in;
	overflow_buff<=overflow_in;
	finish_out_buffer<=finish_out_in;
end
assign sum_out=sum_buff;
assign isInf_out=isInf_buff;
assign overflow_out=overflow_buff;
assign finish_out_out=finish_out_buffer;
endmodule
File: flow/run.sh
#!/bin/bash
# OpenROAD 26Q1-2900-gdf79404cd8, Yosys 0.63+post, stock flow scripts
make -C /OpenROAD-flow-scripts/flow DESIGN_CONFIG=/design/flow/config.mk WORK_HOME=/design/flow/orfs finish
==> flow_metrics.env <==
# yosys + openroad results
export IMPL_routed_wl_met2_mm=2.687
export IMPL_slowest_stage="dfxtp_2"
export IMPL_synth_distinct_cells=1
export IMPL_synth_area_um2=2042
export IMPL_dp_cells=474
export IMPL_dieHeight_um=131
export IMPL_drive_above_1_share=0.4193
export IMPL_worstSetupPathType="reg -> out"
export IMPL_track_usage=0.07813
export IMPL_period_used=0.9782
export IMPL_fin_setup_tns_ns=0
export IMPL_finalWirelength_mm=7.232
export IMPL_logic_gate_count=0
export IMPL_ios=205
export IMPL_start_kind="flip-flop"
export IMPL_slowest_delay_ns=0.32
export IMPL_grt_max_degree=20
export IMPL_rsz0062_at_grt="true"
export IMPL_cp_buffers_inverters=1
export IMPL_cts_sinks=102
export IMPL_gp_congestion=0.7132
export IMPL_m1WireLength_mm=2.790
export IMPL_cts_tree="built"
export IMPL_required_ns=0.80
export IMPL_num_vias=1550
export IMPL_mostFrequentLayoutCell="clkdlybuf4s50_1"
export IMPL_hold_viol_final=0
export IMPL_layout_area_overhead_vs_synth_pct=102.5
export IMPL_clk_pin_slew_ns=0.07
export IMPL_route_detailed_drc=0
export IMPL_overflow=0
export IMPL_hpwl_mm=6.048
export IMPL_dieWidth_um=131
export IMPL_fin_area_um2=4134
export IMPL_path_cells="buf_2"
export IMPL_min_period_ns=0.9782
export IMPL_logic_area_um2=0
export IMPL_core_um2=12060
export IMPL_cts_path_max_buffers=2
export IMPL_ys_area_um2=2042
export IMPL_peakVddDrop_v=0.001127
export IMPL_worstHoldStart="unum1_in[1]"
export IMPL_status="finished clean"
export IMPL_hold_path_class="in -> reg"
export IMPL_antenna_found_initial=0
export IMPL_postPlaceCellArea_um2=4294
export IMPL_ant_nets=0
export IMPL_setup_violations=0
export IMPL_max_cap_violations=0
export IMPL_max_freq_ghz=1.022
export IMPL_slew_headroom=0.9276
export IMPL_hold_path_cell_count=1
export IMPL_syn_area_per_cell_um2=20.02
export IMPL_ys_cells=102
export IMPL_endpoint_kind="primary output"
export IMPL_crit_arrival_ns=0.78
export IMPL_root_buffer="clkbuf_16"
export IMPL_first_global_vias=1670
export IMPL_placement_rows=40
export IMPL_ys_ff=102
export IMPL_cts_made_buffers=9
export IMPL_drt_initial_drc_count=24
export IMPL_die_area_um2=17160
export IMPL_syn_inst=102
export IMPL_post_drt_wl_per_cell_um=14.76
export IMPL_h_tree_depth=3
export IMPL_initial_core_util=0.1693
export IMPL_postSynthSeqShare=1.000
export IMPL_portBuffers=204
export IMPL_antennaDiodeCount=0
export IMPL_final_core_util=0.3427
export IMPL_vias_per_cell=3.163
export IMPL_cp_top_family="flip-flops"
export IMPL_grt_pass1_wl_mm=9.977
export IMPL_stdcell_count=490
export IMPL_layout_top_cells="clkdlybuf4s50_1 (102), buf_2 (100), dfxtp_1 (85), dfxtp_2 (17), clkbuf_16 (9)"
export IMPL_cp_max_fo=1
export IMPL_drt_first_pass_iters=2
export IMPL_routed_top_layer="met4"
export IMPL_pwr_density_cell_nw_per_um2=2051
export IMPL_warning_count=27
export IMPL_tightestPinTransition_ns=0.1085
export IMPL_cts_setup_buffers=0
export IMPL_p_leak_nw=1.817
export IMPL_slew_viol_final=0
export IMPL_synth_warnings=1
export IMPL_wl_met3_mm=1.637
export IMPL_fill_cells=1215
export IMPL_min_to="unum1_buff[1]"
==> metrics by stage <==
step	worst slack (ns)	power [mW]	hold slack, ns
5_1_grt	-0.02919	8.886	0.2558
2_1_floorplan	0.5385	4.365	0.2277
6_report	0.02179	8.477	0.2843
4_1_cts	-0.01369	8.648	0.2635
3_5_place_dp	-0.03406	5.221	0.6517
3_3_place_gp	-0.04937	5.214	0.6485
==> worst max path at each step <==
stage                     startpoint             to  cells past startpoint
after CTS             unum2_buff[27]  unum2_out[27]                      1
after global routing  unum2_buff[27]  unum2_out[27]                      1
final                 unum1_buff[14]  unum1_out[14]                      1
==> kinds of logic after synthesis <==
family	count (synthesis)	synth area share
flip-flops	102	1.000
==> where the power goes <==
| group | leakage, nW | internal (mW) | switching [mW] |
|---|---|---|---|
| clock network | 0.151 | 2.00 | 1.57 |
| registers | 0.861 | 4.28 | 0.0455 |
| logic | 0.805 | 0.480 | 0.0987 |
==> area by class of cell <==
cell class / instances / area, µm² / share of cell area
clock buffer: 9 / 225.2 / 0.05448
clock inverter: 7 / 91.34 / 0.02209
sequential: 102 / 2063 / 0.4991
tap: 168 / 210.2 / 0.05085
timing repair buffer: 204 / 1544 / 0.3735
==> cells in the mapped netlist <==
master / instances / area (µm²)
dfxtp_1: 102 / 2042
==> state kept, by name, summed over array words and instances (netlist names) <==
| name | cells |
|---|---|
| sum_buff | 32 |
| unum1_buff | 32 |
| unum2_buff | 32 |
| finish_buff | 1 |
| finish_out_buffer | 1 |
| isInf_buff | 1 |
| overflow_buff | 1 |
| rst_buff | 1 |
| valid_buff | 1 |
==> per-layer routing <==
layer  up-vias  GRT usage
met2       155     0.1032
met4         0    0.01243
li1        743          -
met1       641    0.08939
met5         -          0
met3        11    0.07805
==> timing repair <==
action	CTS	global route
resized	326	9
hold buffers	0	0
setup endpoints to repair	102	32
Power and IR drop assume default switching activity.
